==> design.v <==
`timescale 1ns/1ns
module reg_rw_v1_0(
    input                i_clk       
   ,input                i_rst 
   ,input                i_ini_en      
   ,output  reg [7:0]    o_reg       
   ,input                i_cs         
   ,input       [7:0]    i_ini_value         
   ,input       [7:0 ]   i_wdat              
   );
    always @ (posedge i_clk) begin
      if(i_rst == 1'b0) begin
         o_reg <= 1'b0;
      end
      else if(i_cs == 1'b1) begin  
         o_reg[7:0]   <= i_wdat[7:0]+1'b1  ; 
      end
      else if(i_ini_en == 1'b1)begin
         o_reg  <= i_ini_value;  
      end
      else begin               
      	o_reg  <= o_reg  ;  
      end                             
    end  
endmodule
==> run.sh <==
#!/bin/bash
# OpenROAD 26Q1-2900-gdf79404cd8, Yosys 0.63+post, stock flow scripts
make -C /OpenROAD-flow-scripts/flow DESIGN_CONFIG=/design/flow/config.mk WORK_HOME=/design/flow/orfs finish
==> config.mk <==
export PLATFORM = sky130hd
export DESIGN_NAME = reg_rw_v1_0
export DESIGN_NICKNAME = reg_rw_v1_0
export VERILOG_FILES = /design/flow/design.v
export SDC_FILE = /design/flow/constraint.sdc
export NUM_CORES = 4
export LEC_CHECK = 1
export CORE_AREA = 10 10 70 70
export DIE_AREA = 0 0 80 80
==> constraint.sdc <==
current_design reg_rw_v1_0

set clk_period 2.4
set clk_io_pct 0.2

create_clock -name clk0 -period $clk_period [get_ports {i_clk}]

set non_clock_inputs [all_inputs -no_clocks]
set_input_delay [expr $clk_period * $clk_io_pct] -clock clk0 $non_clock_inputs
set_output_delay [expr $clk_period * $clk_io_pct] -clock clk0 [all_outputs]
==> impl_metrics.ini <==
; synthesis and place-and-route metrics
[synth]
yosys_warnings = 1
yosysTopAreaCellShare_pct = 34.3
ys_seq_share_pct = 34.3
yosys-top-cells-area = dfxtp_1, mux2_2, o21ai_0
synth_cell_types = 18
syn_inst = 52
ys_chip_area_um2 = 467
postSynthAreaPerCell_um2 = 8.97
syn_area_um2 = 467
ys_ff = 8
largest_area_cell = dfxtp_1
ys_cells = 52

[cts]
post_cts_buffers = 0
root_buffer = clkbuf_4
max-clock-path-buffers = 2
numClockSinks = 8
cts-buffers-inserted = 3
path_clk_slew_ps = 50
clock_latency_ps = 250
cts-resized-gates = 0
cts_tree = yes
h-tree-depth = 1
post_cts_hold_buffer_count = 0

[route]
totalWireLength_mm = 1.50
wl_per_cell_um = 11.9
antennaDiodeCount = 0
drc_errors = 0
postRouteAntennaNets = 0
num_vias = 478
via_per_inst = 3.79
first_pass_iters = 4
drt_iter0_drc = 20

[setup_path]
cp_cell_sequence = clkdlybuf4s50_1, ha_1, inv_1, or3_1, a31oi_1
cp.required_ps = 2580
critPathSlowestCell = clkdlybuf4s50_1
critPathKind = in -> reg
start_kind = input pin
cpPeakStageDelay_ps = 590
cp_max_fo = 5
critPathTopFamily = buffers and inverters
path_buffers = 2
endpoint_kind = flop
crit_arrival_ps = 1890

[global_routing]
grt-ovfl-total = 0
gr-usage-met1_pct = 5.66
grt-busiest-layer = met2
gr-usage-met2_pct = 6.26
gr-usage-met3_pct = 2.61
grt_pass1_wl_mm = 2.32
grt_antenna_before_repair = 0
grt_pass1_vias = 475
grt_usage_pct = 4.51
grt_max_degree = 17

[cells_and_area]
instances_no_fill = 126
layout_top_cells = clkdlybuf4s50_1, o21ai_0, dfxtp_1
lay_top_count = clkdlybuf4s50_1
drive_gt1_share_pct = 13.8
largest_register_ffs = 8
area_delta_synth_final_pct = 73.2

[pwr]
p_leak_nw = 0.300
internal_power_mw = 0.266
clock_power_share_pct = 29.1
ir_worst_vdd_mv = 0.0752
p_sw_share_pct = 23.2
power_density_nw_per_um2 = 429
power.switching_mw = 0.0805
seq_power_share_pct = 42.9
pwr-share-comb_pct = 28.0

[floorplanning]
die_w_um = 80
boundaryPins = 28
fp.dieH_um = 80
rows = 21
core_um2 = 3420
fp_util_pct = 13.7
chip_area_um2 = 6400

[place]
place_inst = 123
port_buffers = 27
gp_congestion = 0.787
hpwl_mm = 1.24

[sta]
hold_viol_final = 0
rsz0062_at_grt = no
setup_viol = 0
tightest_slew_ps = 449
max-slew-margin-rel_pct = 70.0
finClkSkew_ps = 0
finalCriticalPeriod_ps = 1700
period_used_pct = 71.0
setup_tns_ps = 0
maxClockFrequency_mhz = 587
drv_slew = 0

[flow_run]
max-cap-violations = 0
tool_warnings = 25

[outcome]
outcome = completed

[hold_path]
hold_path_class = reg -> reg
-- stage by stage --
| stage | instance area [um^2] | hold WS [ps] | worst slack [ps] | utilization [%] | power [mW] |
|---|---|---|---|---|---|
| 3_3_place_gp | 786 | 600 | 487 | 23.0 | 0.248 |
| 3_5_place_dp | 786 | 604 | 460 | 23.0 | 0.249 |
| 4_1_cts | 808 | 616 | 717 | 23.7 | 0.353 |
| 2_1_floorplan | 467 | 554 | 1110 | - | 0.184 |
| 6_report | 808 | 612 | 695 | 23.7 | 0.347 |
| 5_1_grt | 808 | 647 | 600 | 23.7 | 0.371 |
-- final cells by class --
type                            count  area [um^2]
Clock buffer                        3         22.5
Fill cell                         378         2610
Inverter                            1         3.75
Multi-Input combinational cell     41          294
Sequential cell                     8          160
Tap cell                           46         57.6
Timing Repair Buffer               27          270
-- cell usage after synthesis --
cell type,count
a21oi_1,2
a31oi_1,3
and2_1,1
buf_2,1
clkbuf_1,1
dfxtp_1,8
ha_1,1
inv_1,1
mux2_2,7
mux2i_1,1
nand2_1,4
nand3_1,4
nand4_2,1
o211a_1,2
o21ai_0,9
or3_1,3
xnor2_1,1
xor2_1,2
-- worst paths after layout --
check	from	end	slack [ps]	cells after the start
setup / recovery	i_wdat[0]	o_reg[6]$_SDFFE_PN0P_	700	5
hold / removal	o_reg[0]$_SDFFE_PN0P_	o_reg[0]$_SDFFE_PN0P_	610	2
setup reg to reg	o_reg[6]$_SDFFE_PN0P_	o_reg[6]$_SDFFE_PN0P_	1470	3
hold reg to reg	o_reg[0]$_SDFFE_PN0P_	o_reg[0]$_SDFFE_PN0P_	610	2
-- power by group through the flow --
stage / logic [mW] / registers, mW / clock network (mW)
final: 0.0969 / 0.149 / 0.101
after global routing: 0.107 / 0.151 / 0.114
after CTS: 0.0985 / 0.149 / 0.105
-- kinds of logic (layout without fill, tap and decap cells) --
kind of cell	Yosys count	in the layout	synth area share [%]
AND-OR/OR-AND	16	16	20.1
flip-flops	8	8	34.3
multiplexers	8	8	19.0
AND/OR/NAND/NOR	13	13	15.5
buffers and inverters	3	31	2.68
XOR/XNOR	3	3	5.63
adder cells (fa/ha/maj)	1	1	2.68
-- worst min-delay path, stage by stage (launching register included) --
cell and delay, ps:
dfxtp_1 320, mux2_2 140, o211a_1 120
-- routing by layer --
metal	up-vias	routed length, um
met5	-	0
met4	0	34
met3	2	218
met2	22	621
met1	204	626
li1	250	-
Power is estimated from default activity; no workload was simulated.
