File: /design/flow/run.sh
#!/bin/bash
# OpenROAD 26Q1-2900-gdf79404cd8, Yosys 0.63+post, stock flow scripts
make -C /OpenROAD-flow-scripts/flow DESIGN_CONFIG=/design/flow/config.mk WORK_HOME=/design/flow/orfs finish
File: /design/flow/config.mk
export PLATFORM = sky130hd
export DESIGN_NAME = sub_deparser_8B
export DESIGN_NICKNAME = sub_deparser_8B
export VERILOG_FILES = /design/flow/design.v
export SDC_FILE = /design/flow/constraint.sdc
export NUM_CORES = 4
export LEC_CHECK = 1
export CORE_AREA = 10 10 385 385
export DIE_AREA = 0 0 395 395
File: /design/flow/constraint.sdc
current_design sub_deparser_8B

set clk_period 6.6
set clk_io_pct 0.2

create_clock -name clk0 -period $clk_period [get_ports {clk}]

set non_clock_inputs [all_inputs -no_clocks]
set_input_delay [expr $clk_period * $clk_io_pct] -clock clk0 $non_clock_inputs
set_output_delay [expr $clk_period * $clk_io_pct] -clock clk0 [all_outputs]
File: /design/flow/design.v
`timescale 1ns / 1ps
module sub_deparser_8B #(
    parameter C_PKT_VEC_WIDTH = (8+4+2)*8*8+256,
	parameter C_PARSE_ACT_LEN = 16						 
    )
(
	input										clk,
	input										aresetn,
	input										parse_act_srt, 
	input [C_PARSE_ACT_LEN-1:0]					parse_act,
	input [511:0]                               i_8B_val,
	input [255:0]                               i_4B_val,
	input [127:0]                               i_2B_val,
	output reg									val_out_valid,
	output reg [31:0]                           val_out1,
	output reg [31:0]                           val_out2,
	output reg [1:0]							val_out_type,
	output reg [7:0]                            val_out_offset1,
	output reg [7:0]                            val_out_offset2,
	output reg                                  val_out_end,
	output reg                                  val_out_ready
);
always @(posedge clk) begin
	if (~aresetn) begin
		val_out_valid <= 0;
		val_out_end <= 0;
		val_out_ready <= 1'b1;
		val_out1 <= 0;
		val_out2 <= 0;
		val_out_type <= 0;
		val_out_offset1 <= 0;
		val_out_offset2 <= 0;
	end
	else begin
		if (parse_act_srt) begin
			val_out_valid <= parse_act[15];
			val_out_end <= 1'b1;
			val_out_ready <= 1'b0;
			val_out_type <= 2'b11;
			case(parse_act[5])
				0:begin
					val_out_offset1 <= parse_act[12:6]; 
					val_out_offset2 <= parse_act[12:6]; 
					case(parse_act[4:2]) 
						3'd0: begin
							val_out1[31:0] <= {i_8B_val[8*6 +: 8],i_8B_val[8*4 +: 8],i_8B_val[8*2 +: 8],i_8B_val[8*0 +: 8]};
							val_out2[31:0] <= {i_8B_val[8*7 +: 8],i_8B_val[8*5 +: 8],i_8B_val[8*3 +: 8],i_8B_val[8*1 +: 8]};
						end
						3'd1: begin
							val_out1[31:0] <= {i_8B_val[8*14 +: 8],i_8B_val[8*12 +: 8],i_8B_val[8*10 +: 8],i_8B_val[8*8 +: 8]};
							val_out2[31:0] <= {i_8B_val[8*15 +: 8],i_8B_val[8*13 +: 8],i_8B_val[8*11 +: 8],i_8B_val[8*9 +: 8]};
						end
						3'd2: begin 
							val_out1[31:0] <= {i_8B_val[8*22 +: 8],i_8B_val[8*20 +: 8],i_8B_val[8*18 +: 8],i_8B_val[8*16 +: 8]};
							val_out2[31:0] <= {i_8B_val[8*23 +: 8],i_8B_val[8*21 +: 8],i_8B_val[8*19 +: 8],i_8B_val[8*17 +: 8]};
						end
						3'd3: begin 
							val_out1[31:0] <= {i_8B_val[8*30 +: 8],i_8B_val[8*28 +: 8],i_8B_val[8*26 +: 8],i_8B_val[8*24 +: 8]};
							val_out2[31:0] <= {i_8B_val[8*31 +: 8],i_8B_val[8*29 +: 8],i_8B_val[8*27 +: 8],i_8B_val[8*25 +: 8]};
						end
						3'd4: begin 
							val_out1[31:0] <= {i_8B_val[8*38 +: 8],i_8B_val[8*36 +: 8],i_8B_val[8*34 +: 8],i_8B_val[8*32 +: 8]};
							val_out2[31:0] <= {i_8B_val[8*39 +: 8],i_8B_val[8*37 +: 8],i_8B_val[8*35 +: 8],i_8B_val[8*33 +: 8]};
						end
						3'd5: begin 
							val_out1[31:0] <= {i_8B_val[8*46 +: 8],i_8B_val[8*44 +: 8],i_8B_val[8*42 +: 8],i_8B_val[8*40 +: 8]};
							val_out2[31:0] <= {i_8B_val[8*47 +: 8],i_8B_val[8*45 +: 8],i_8B_val[8*43 +: 8],i_8B_val[8*41 +: 8]};
						end
						3'd6: begin 
							val_out1[31:0] <= {i_8B_val[8*54 +: 8],i_8B_val[8*52 +: 8],i_8B_val[8*50 +: 8],i_8B_val[8*48 +: 8]};
							val_out2[31:0] <= {i_8B_val[8*55 +: 8],i_8B_val[8*53 +: 8],i_8B_val[8*51 +: 8],i_8B_val[8*49 +: 8]};
						end
						3'd7: begin 
							val_out1[31:0] <= {i_8B_val[8*62 +: 8],i_8B_val[8*60 +: 8],i_8B_val[8*58 +: 8],i_8B_val[8*56 +: 8]};
							val_out2[31:0] <= {i_8B_val[8*63 +: 8],i_8B_val[8*61 +: 8],i_8B_val[8*59 +: 8],i_8B_val[8*57 +: 8]};
						end
					endcase
				end
				1:begin
					val_out_offset1 <= parse_act[12:6]+1'b1; 
					val_out_offset2 <= parse_act[12:6]; 
					case(parse_act[4:2])
						3'd0: begin
							val_out1[31:0] <= {i_8B_val[8*7 +: 8],i_8B_val[8*5 +: 8],i_8B_val[8*3 +: 8],i_8B_val[8*1 +: 8]};
							val_out2[31:0] <= {i_8B_val[8*6 +: 8],i_8B_val[8*4 +: 8],i_8B_val[8*2 +: 8],i_8B_val[8*0 +: 8]};
						end
						3'd1: begin
							val_out1[31:0] <= {i_8B_val[8*15 +: 8],i_8B_val[8*13 +: 8],i_8B_val[8*11 +: 8],i_8B_val[8*9 +: 8]};
							val_out2[31:0] <= {i_8B_val[8*14 +: 8],i_8B_val[8*12 +: 8],i_8B_val[8*10 +: 8],i_8B_val[8*8 +: 8]};
						end
						3'd2: begin 
							val_out1[31:0] <= {i_8B_val[8*23 +: 8],i_8B_val[8*21 +: 8],i_8B_val[8*19 +: 8],i_8B_val[8*17 +: 8]};
							val_out2[31:0] <= {i_8B_val[8*22 +: 8],i_8B_val[8*20 +: 8],i_8B_val[8*18 +: 8],i_8B_val[8*16 +: 8]};
						end
						3'd3: begin 
							val_out1[31:0] <= {i_8B_val[8*31 +: 8],i_8B_val[8*29 +: 8],i_8B_val[8*27 +: 8],i_8B_val[8*25 +: 8]};
							val_out2[31:0] <= {i_8B_val[8*30 +: 8],i_8B_val[8*28 +: 8],i_8B_val[8*26 +: 8],i_8B_val[8*24 +: 8]};
						end
						3'd4: begin 
							val_out1[31:0] <= {i_8B_val[8*39 +: 8],i_8B_val[8*37 +: 8],i_8B_val[8*35 +: 8],i_8B_val[8*33 +: 8]};
							val_out2[31:0] <= {i_8B_val[8*38 +: 8],i_8B_val[8*36 +: 8],i_8B_val[8*34 +: 8],i_8B_val[8*32 +: 8]};
						end
						3'd5: begin 
							val_out1[31:0] <= {i_8B_val[8*47 +: 8],i_8B_val[8*45 +: 8],i_8B_val[8*43 +: 8],i_8B_val[8*41 +: 8]};
							val_out2[31:0] <= {i_8B_val[8*46 +: 8],i_8B_val[8*44 +: 8],i_8B_val[8*42 +: 8],i_8B_val[8*40 +: 8]};
						end
						3'd6: begin 
							val_out1[31:0] <= {i_8B_val[8*55 +: 8],i_8B_val[8*53 +: 8],i_8B_val[8*51 +: 8],i_8B_val[8*49 +: 8]};
							val_out2[31:0] <= {i_8B_val[8*54 +: 8],i_8B_val[8*52 +: 8],i_8B_val[8*50 +: 8],i_8B_val[8*48 +: 8]};
						end
						3'd7: begin 
							val_out1[31:0] <= {i_8B_val[8*63 +: 8],i_8B_val[8*61 +: 8],i_8B_val[8*59 +: 8],i_8B_val[8*57 +: 8]};
							val_out2[31:0] <= {i_8B_val[8*62 +: 8],i_8B_val[8*60 +: 8],i_8B_val[8*58 +: 8],i_8B_val[8*56 +: 8]};
						end
					endcase
				end
			endcase
		end
		else begin
			val_out_type <= 0;
			val_out_end <= 1'b0;
			val_out_ready <= 1'b1;
			val_out_offset1 <= val_out_offset1;
			val_out_offset2 <= val_out_offset2;
			val_out_valid <= 1'b0;
			val_out1 <= val_out1;
			val_out2 <= val_out2;
		end
	end
end
endmodule
==> impl_metrics.env <==
# yosys + openroad results
export IMPL_status="complete, no violations"
export IMPL_die_h_um=395
export IMPL_ctsHoldBuffers=0
export IMPL_power_density_mw_per_mm2=134.5
export IMPL_grt_util_all_layers=0.1446
export IMPL_rsz0062_at_grt="false"
export IMPL_period_used=0.6325
export IMPL_openroad_warnings=413
export IMPL_cts_setup_buffers=0
export IMPL_setup_viol_count_final=0
export IMPL_r2r_start="val_out2[22]$_SDFFE_PN0P_"
export IMPL_synth_seq_cells=82
export IMPL_cts_htree_levels=3
export IMPL_grt_overflow_total=0
export IMPL_swShare=0.3626
export IMPL_via_per_inst=3.267
export IMPL_finClkSkew_ns=0
export IMPL_path_clk_slew_ns=0.07
export IMPL_critPathRequiredTime_ns=6.91
export IMPL_top_area_frac=0.2266
export IMPL_synthTopCellsByCount="o21ai_0, nor2_1, dfxtp_1"
export IMPL_synth_area_leader_cell="dfxtp_1"
export IMPL_antenna_found_initial=139
export IMPL_min_to="val_out_offset1[4]$_SDFFE_PN0P_"
export IMPL_drv_slew=0
export IMPL_fin_tns_setup_ns=0
export IMPL_grt_pass1_wl_mm=140.3
export IMPL_synth_most_common_cell="o21ai_0"
export IMPL_hold_start="val_out_offset1[4]$_SDFFE_PN0P_"
export IMPL_worstPathMaxFanout=45
export IMPL_wl_mm=116.2
export IMPL_yosys_stat_seqShare=0.2266
export IMPL_p_clk_frac=0.266
export IMPL_cts_repair_resized=0
export IMPL_cp_end_kind="register"
export IMPL_fmax_mhz=239.5
export IMPL_nFillCells=16200
export IMPL_std_cell_rows=137
export IMPL_antenna_left=0
export IMPL_worstSetupPathType="in2reg"
export IMPL_dr_total_vias=11196
export IMPL_ioPinCount=1000
export IMPL_cts_tree="built"
export IMPL_synth_cell_area_mm2=0.007243
export IMPL_ys_chip_area_mm2=0.007243
export IMPL_first_global_vias=11050
export IMPL_enable_flop_cells=0
export IMPL_worstSkewPairLatency_ns=0.38
export IMPL_reg2reg_slack_ns=5.72
export IMPL_async_flop_share=0
export IMPL_cap_violations=0
export IMPL_drtIter0Drc=772
export IMPL_arrival_ns=4.48
export IMPL_min_path_cells=1
export IMPL_placed_area_mm2=0.01566
export IMPL_hold_path_class="reg2reg"
export IMPL_switchingPower_w=0.0007828
export IMPL_p_int_w=0.001376
export IMPL_syn_avg_cell_area_um2=7.697
export IMPL_layout_drive_gt1_share=0.07890
export IMPL_rr_endpoint="val_out2[22]$_SDFFE_PN0P_"
export IMPL_clock_path_buffers=2
export IMPL_finalInstanceArea_mm2=0.01605
export IMPL_hpwl_mm=103.8
export IMPL_cts_sinks=82
export IMPL_core_area_mm2=0.1395
export IMPL_reg2reg_depth=2
export IMPL_flop_cell="dfxtp_1"
export IMPL_grt_max_degree=73
export IMPL_first_pass_iters=5
export IMPL_syn_to_final_growth_pct=121.6
export IMPL_p_leak_nw=5.401
export IMPL_numCtsBuffers=9
export IMPL_setup_slack_ns=2.425
export IMPL_yosys_cells=941
export IMPL_vdd_drop_max_mv=0.1171
export IMPL_synthTopCellsByArea="dfxtp_1, mux2i_1, o21ai_0"
export IMPL_core_util_floorplan=0.05191
export IMPL_detailedPlace_worstSlack_ns=2.059
export IMPL_drcViolationCount=0
export IMPL_slew_headroom=0.2999
export IMPL_wl_per_cell_um=33.90
export IMPL_pwr_share_comb=0.476
export IMPL_worst_slew_pin_slew_ns=1.050
export IMPL_fp_dieW_um=395
export IMPL_cts_root_buf="clkbuf_16"
export IMPL_die_area_mm2=0.1560
export IMPL_numPortBuffers=610
export IMPL_synth_cell_types=58
export IMPL_power_share_sequential=0.258
export IMPL_cp_start_kind="input pin"
export IMPL_synthCells=941
export IMPL_hold_viol_final=0
export IMPL_globalplace_congestion=0.8978
export IMPL_finalCriticalPeriod_ns=4.175
export IMPL_yosys_warnings=1
==> kinds of logic (layout without fill, tap and decap cells) <==
family,count (synthesis),in the layout,share of synthesized area
muxes,88,88,0.1252
xor gates and xnor gates,5,5,0.006046
and+or+nand+nor,206,206,0.1299
adders and majority gates,1,1,0.001727
AOI/OAI and AO/OA,434,434,0.4256
other,1,31,0.0005177
DFF,82,82,0.2266
buffers and inverters,124,704,0.08430
==> power by group through the flow <==
stage         logic (W)  registers [W]  clock network [W]
CTS             0.00105       0.000558           0.000608
finish          0.00103       0.000558           0.000574
global route    0.00110       0.000563           0.000621
==> worst max-delay path, stage by stage <==
cell	delay, ns
buf_6	0.42
clkinv_2	0.67
buf_4	0.49
a211o_1	0.56
a41oi_1	0.65
o22ai_1	0.16
nor2_1	0.13
==> registers in the layout, indices dropped and copies added, names as in the netlist <==
register and count:
val_out_ready 1, val_out_offset1 8, val_out2 32, val_out_offset2 7, val_out_type 1, val_out1 32
val_out_valid 1
==> metal layers <==
metal	routed length (µm)	vias to the layer above	GRT usage
met5	816	-	0
met3	23140	216	0.1341
li1	-	4852	-
met1	50800	5159	0.1896
met4	1699	122	0.01441
met2	39720	847	0.1742
==> final cells by class <==
cell class	count	area [µm²]	area share
clock buffers	12	256.5	0.01598
multi-input cells	735	5031	0.3135
clock inverters	4	57.56	0.003586
diodes	30	75.07	0.004678
inverters	15	57.56	0.003586
flip-flops and latches	82	1642	0.1023
repair buffers	673	6583	0.4102
well taps	1876	2347	0.1463
==> metrics by stage <==
| step | instances | util | power [W] | hold slack (ns) |
|---|---|---|---|---|
| global placement | 3381 | 0.1122 | 0.001609 | 0.4664 |
| floorplan | 941 | - | 0.0008572 | 0.4319 |
| CTS | 3397 | 0.1145 | 0.002213 | 0.4863 |
| global route | 3403 | 0.1146 | 0.002286 | 0.5074 |
| finish | 3427 | 0.1150 | 0.002159 | 0.4815 |
| detailed placement | 3381 | 0.1122 | 0.001610 | 0.4702 |
==> worst max-delay path by stage <==
| stage | slack [ns] | startpoint | end | depth (start not counted) |
|---|---|---|---|---|
| CTS | 2.46 | parse_act[2] | val_out1[9]$_SDFFE_PN0P_ | 7 |
| global route | 2.33 | parse_act[2] | val_out2[9]$_SDFFE_PN0P_ | 7 |
| finish | 2.43 | parse_act[2] | val_out1[9]$_SDFFE_PN0P_ | 7 |
==> layout by cell type (no fill, tap or decap), types with 7 or more instances in the layout <==
master,Yosys,routed
a211o_1,39,39
a211oi_1,7,7
a21oi_1,41,41
a221oi_1,40,39
a22o_1,14,14
a22oi_1,34,34
a32oi_1,9,9
a41o_1,9,9
a41oi_1,28,28
buf_4,13,66
clkbuf_16,0,9
clkdlybuf4s50_1,0,605
dfxtp_1,82,82
diode_2,0,30
inv_1,13,12
mux2_2,11,11
mux2i_1,76,75
nand2_1,62,62
nand2b_1,8,7
nor2_1,87,86
nor2b_1,23,22
o211a_1,7,7
o21ai_0,108,108
o21ai_1,7,7
o221a_2,7,7
o22ai_1,51,51
o32ai_1,7,7
Power figures rest on the tool's default switching activity, not on a simulated workload.
