==> ./design.v <==
`timescale 1ns / 1ps
module sub_deparser_2B #(
	parameter C_PKT_VEC_WIDTH = (8+4+2)*8*8+256,
	parameter C_PARSE_ACT_LEN = 16						 
)
(
	input										clk,
	input										aresetn,
	input										parse_act_srt, 
	input [C_PARSE_ACT_LEN-1:0]					parse_act,
	input [511:0]                               i_8B_val,
	input [255:0]                               i_4B_val,
	input [127:0]                               i_2B_val,
	output reg									val_out_valid,
	output reg [7:0]							val_out1, 
	output reg [7:0]							val_out2,
	output reg [1:0]							val_out_type,
	output reg [7:0]                            val_out_offset1,
	output reg [7:0]                            val_out_offset2,
	output reg                                  val_out_end,
	output reg                                  val_out_ready
);
always @(posedge clk) begin
	if (~aresetn) begin
		val_out_valid <= 0;
		val_out_end <= 0;
		val_out_ready <= 1'b1;
		val_out1 <= 0;
		val_out2 <= 0;
		val_out_type <= 0;
		val_out_offset1 <= 0;
		val_out_offset2 <= 0;
	end
	else begin
		if (parse_act_srt) begin
			val_out_valid <= parse_act[15];
			val_out_end <= 1'b1;
			val_out_ready <= 1'b0;
			val_out_type <= 2'b01;
			case(parse_act[5])
				0:begin
					val_out_offset1 <= parse_act[12:6];
					val_out_offset2 <= parse_act[12:6];
					case(parse_act[4:2])
						3'd0: begin
							val_out1[7:0] <= i_2B_val[8*0 +: 8]; 
							val_out2[7:0] <= i_2B_val[8*1 +: 8]; 
						end
						3'd1: begin
							val_out1[7:0] <= i_2B_val[8*2 +: 8]; 
							val_out2[7:0] <= i_2B_val[8*3 +: 8]; 
						end
						3'd2: begin
							val_out1[7:0] <= i_2B_val[8*4 +: 8];
							val_out2[7:0] <= i_2B_val[8*5 +: 8]; 
						end
						3'd3: begin
							val_out1[7:0] <= i_2B_val[8*6 +: 8];
							val_out2[7:0] <= i_2B_val[8*7 +: 8]; 
						end
						3'd4: begin
							val_out1[7:0] <= i_2B_val[8*8 +: 8];
							val_out2[7:0] <= i_2B_val[8*9 +: 8]; 
						end
						3'd5: begin
							val_out1[7:0] <= i_2B_val[8*10 +: 8];
							val_out2[7:0] <= i_2B_val[8*11 +: 8]; 
						end
						3'd6: begin
							val_out1[7:0] <= i_2B_val[8*12 +: 8];
							val_out2[7:0] <= i_2B_val[8*13 +: 8]; 
						end
						3'd7: begin
							val_out1[7:0] <= i_2B_val[8*14 +: 8];
							val_out2[7:0] <= i_2B_val[8*15 +: 8]; 
						end
					endcase
				end
				1:begin
					val_out_offset1 <= parse_act[12:6]+1'b1;
					val_out_offset2 <= parse_act[12:6];
					case(parse_act[4:2])
						3'd0: begin
							val_out1[7:0] <= i_2B_val[8*1 +: 8]; 
							val_out2[7:0] <= i_2B_val[8*0 +: 8]; 
						end
						3'd1: begin
							val_out1[7:0] <= i_2B_val[8*3 +: 8]; 
							val_out2[7:0] <= i_2B_val[8*2 +: 8]; 
						end
						3'd2: begin
							val_out1[7:0] <= i_2B_val[8*5 +: 8];
							val_out2[7:0] <= i_2B_val[8*4 +: 8]; 
						end
						3'd3: begin
							val_out1[7:0] <= i_2B_val[8*7 +: 8];
							val_out2[7:0] <= i_2B_val[8*6 +: 8]; 
						end
						3'd4: begin
							val_out1[7:0] <= i_2B_val[8*9 +: 8];
							val_out2[7:0] <= i_2B_val[8*8 +: 8]; 
						end
						3'd5: begin
							val_out1[7:0] <= i_2B_val[8*11 +: 8];
							val_out2[7:0] <= i_2B_val[8*10 +: 8]; 
						end
						3'd6: begin
							val_out1[7:0] <= i_2B_val[8*13 +: 8];
							val_out2[7:0] <= i_2B_val[8*12 +: 8]; 
						end
						3'd7: begin
							val_out1[7:0] <= i_2B_val[8*15 +: 8];
							val_out2[7:0] <= i_2B_val[8*14 +: 8]; 
						end
					endcase
				end
			endcase
		end
		else begin
			val_out_type <= 0;
			val_out_end <= 1'b0;
			val_out_ready <= 1'b1;
			val_out_offset1 <= val_out_offset1;
			val_out_offset2 <= val_out_offset2;
			val_out_valid <= 1'b0;
			val_out1 <= val_out1;
			val_out2 <= val_out2;
		end
	end
end
endmodule
==> ./run.sh <==
#!/bin/bash
# OpenROAD 26Q1-2900-gdf79404cd8, Yosys 0.63+post, stock flow scripts
make -C /OpenROAD-flow-scripts/flow DESIGN_CONFIG=/design/flow/config.mk WORK_HOME=/design/flow/orfs finish
==> ./config.mk <==
export PLATFORM = sky130hd
export DESIGN_NAME = sub_deparser_2B
export DESIGN_NICKNAME = sub_deparser_2B
export VERILOG_FILES = /design/flow/design.v
export SDC_FILE = /design/flow/constraint.sdc
export NUM_CORES = 4
export LEC_CHECK = 1
export CORE_AREA = 10 10 367 367
export DIE_AREA = 0 0 377 377
==> ./constraint.sdc <==
current_design sub_deparser_2B

set clk_period 3.0
set clk_io_pct 0.2

create_clock -name clk0 -period $clk_period [get_ports {clk}]

set non_clock_inputs [all_inputs -no_clocks]
set_input_delay [expr $clk_period * $clk_io_pct] -clock clk0 $non_clock_inputs
set_output_delay [expr $clk_period * $clk_io_pct] -clock clk0 [all_outputs]
==> CHANGELOG.md <==
### Changed

* Status: complete, no violations
* Sequential area share after synthesis at 0.2700
* Vias post-DR at 3160
* Startpoint Class: primary input
* FF-to-FF Start: val_out2[1]
* Insertion Delay late pin at 270 ps
* Antenna-violating nets left at 0
* Die Area at 0.1421 mm²
* Placed insts at 2126
* DRC violations left at 0
* Slew HR at 0.4279
* Congestion Overflow GR at 0
* First-pass iteration count of the detailed router at 4
* Pleak at 1.869 nW
* Hold-critical path depth at 1
* Drt initial violations at 114
* Reg2Reg Depth at 2
* Ys cells at 296
* Sequence of cells on the critical path: clkdlybuf4s50_1 > buf_12 > buf_12 > or3_1 > o22ai_1 > buf_4 > a221oi_1
* Top cell type's share of synthesized area at 0.2700
* Top_reg_cell synth: dfxtp_1
* Largest net degree at the start of global routing at 49
* Worst Setup Slack, final at 245.3 ps
* Peak VDD IR at 0.0003207 V
* CP top delay family: buffers and inverters
* Worst setup path class: primary input to register
* MaxCap Viol Count at 0
* Clock sink count at 34
* Worst R2R Setup Slack at 2180 ps
* Buf/Inv on CP at 4
* Critical Path Sink Type: register
* Final Hold Vio Count at 0
* Ys async rst share at 0
* Top area cell types: dfxtp_1 (27%), mux2i_1 (15%), a221oi_1 (6.9%), o21ai_0 (5.6%), o22ai_1 (4.5%)
* Hold endpoint: val_out_offset1[1]
* PwrDens at 256.9 mW/mm²
* Post-Synthesis Cells at 296
* Most frequent cell after synthesis: mux2i_1
* Mean post-synth cell area at 8.517 µm²
* Final Routed Wirelength at 22.47 mm
* Fin util at 0.05223
* Post-cts sizing count at 0
* Final setup viols at 0
* CP max-delay cell: or3_1
* CTS Hold Buffers Added at 0
* Root buffer cell: clkbuf_16
* Synth cell types at 48
* Die Ht at 377 µm
* Layout area overhead at 161.1%
* GR Util All Layers at 0.03030
* Tool warnings at 797
* H-tree levels at 2
* DP Worst Slack at -81.95 ps
* Number of global-route vias before repair at 3278
* Post-Layout Cell Count at 2138
* Crit-path max FO at 33
* Clock Path Buffers at 2
* Routed length per placed instance at 10.51 µm
* Synth Register Bits at 34
* DP Area at 0.006422 mm²
* Yosys stat chip area at 0.002521 mm²
* IO Count at 952
* Worst-margin pin slew at 855.5 ps
* Most common cell on crit path: buf_12
* Final period utilization at 0.9182
* DP HPWL at 19.99 mm
* Yosys warning tally at 1
* Worst Path Arrival at 2870 ps
* Final min period at 2755 ps
* FP Util at 0.02000
* Die Wd at 377 µm
* Hold crit path type: register to register
* Total Neg Setup Slack at 0 ps
* Dominant cell type by area after synthesis: dfxtp_1
* RSZ-0062 raised after global routing: false
* EDFF count, synth at 0
* Mapped Area at 0.002521 mm²
* Worst-path clk slew at 60 ps
* Layout cells sized above 1 at 0.1116
* Routability cong. at 0.8273
* Hold_sp: val_out_offset1[1]
* Commonest cells in the synthesized netlist: mux2i_1 (39), dfxtp_1 (34), o21ai_0 (28)
* Port buffer count at 177
* Final Max Slew Viols at 0
* WHS at 483.7 ps
* FF-to-FF End: val_out2[1]
* Clk_skew at 0 ps
* Post-Layout Inst Area at 0.006584 mm²
* # rows at 130
* Core ar. at 0.1261 mm²
* Initial antenna violation count at 15
* CTS buffer count at 5
* Peak Freq at 363.0 MHz
* Post-CTS setup buffer count at 0
* Critical Path RT at 3110 ps
* Final Power at 1.691 mW
* First-pass GRT wire length at 29.01 mm
* Vias per inst at 1.478
* CTS tree: done
* CP max stage delay at 600 ps
[per-layer routing]
| layer | routed length (µm) | track usage |
|---|---|---|
| met1 | 14200 | 0.05779 |
| met2 | 4819 | 0.02423 |
| met3 | 3255 | 0.01647 |
| met4 | 131 | 0.001327 |
| met5 | 55 | 0 |
[cell usage in the layout (no fill, tap or decap), types with 8 or more instances in the layout]
| master | count |
|---|---|
| clkdlybuf4s50_1 | 175 |
| mux2i_1 | 39 |
| dfxtp_1 | 34 |
| o21ai_0 | 28 |
| buf_4 | 28 |
| nand2_1 | 21 |
| a221oi_1 | 20 |
| o22ai_1 | 18 |
| a21oi_1 | 13 |
| nand3_1 | 11 |
| nor2_1 | 9 |
| nor2b_1 | 8 |
[how the worst max path moves through the flow]
stage                         from          end  slack, ps  cells after the start
after CTS             parse_act[2]  val_out1[0]        190                      9
after global routing  parse_act[2]  val_out1[0]         80                      9
final                 parse_act[4]  val_out2[4]        250                      7
[where the power goes]
part	switching [mW]	total [mW]	internal (mW)	leakage [nW]
clock	0.187	0.516	0.328	0.0729
combinational	0.309	0.671	0.362	1.51
sequential	0.0189	0.505	0.486	0.282
[state kept, by name (all words and copies together) (netlist names)]
register	count
val_out_offset2	7
val_out_type	1
val_out_ready	1
val_out1	8
val_out_offset1	8
val_out_valid	1
val_out2	8
[worst register-to-register path: cells and delay by family, from the launching register on]
kind | cells | cell delay, ps
AOI/OAI and AO/OA | 2 | 380
DFF | 1 | 340
[final cells by class]
| type | count | area, µm² |
|---|---|---|
| Fill cell | 14870 | 119500 |
| Tap cell | 1650 | 2064 |
| Timing Repair Buffer | 209 | 2052 |
| Multi-Input combinational cell | 227 | 1603 |
| Sequential cell | 34 | 680.7 |
| Clock buffer | 6 | 138.9 |
| Inverter | 6 | 22.52 |
| Clock inverter | 2 | 12.51 |
| Antenna cell | 4 | 10.01 |
[logic make-up after synthesis]
kind of cell             Yosys count  synth area share
other                              1          0.001487
multiplexers                      41            0.1638
buffers and inverters             36           0.09578
AND-OR/OR-AND                    108            0.3032
XOR/XNOR                           5           0.01737
adder cells (fa/ha/maj)            1          0.004962
flip-flops                        34            0.2700
AND/OR/NAND/NOR                   70            0.1434
No activity file was given, so power comes from the tool's default toggle rates.
