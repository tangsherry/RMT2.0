<file path="run.sh">
#!/bin/bash
# OpenROAD 26Q1-2900-gdf79404cd8, Yosys 0.63+post, stock flow scripts
make -C /OpenROAD-flow-scripts/flow DESIGN_CONFIG=/design/flow/config.mk WORK_HOME=/design/flow/orfs finish
</file>
<file path="config.mk">
export PLATFORM = sky130hd
export DESIGN_NAME = sub1_parser
export DESIGN_NICKNAME = sub1_parser
export VERILOG_FILES = /design/flow/design.v
export SDC_FILE = /design/flow/constraint.sdc
export NUM_CORES = 4
export LEC_CHECK = 1
export CORE_UTILIZATION = 30
</file>
<file path="constraint.sdc">
current_design sub1_parser

set clk_period 5.6
set clk_io_pct 0.2

create_clock -name clk0 -period $clk_period [get_ports {clk}]

set non_clock_inputs [all_inputs -no_clocks]
set_input_delay [expr $clk_period * $clk_io_pct] -clock clk0 $non_clock_inputs
set_output_delay [expr $clk_period * $clk_io_pct] -clock clk0 [all_outputs]
</file>
<file path="design.v">
`timescale 1ns / 1ps
module sub1_parser #(
	parameter SUB_PKTS_LEN = 128,
	parameter L_PARSE_ACT_LEN = 8,
	parameter VAL_OUT_LEN = 64
)
(
	input				clk,
	input				aresetn,
	input						    parse_act_valid,
	input [L_PARSE_ACT_LEN-1:0]	    parse_act,
	input [SUB_PKTS_LEN-1:0]	    pkts_hdr,
	output reg					    val_out_valid,
	output reg [VAL_OUT_LEN-1:0]	val_out,
	output reg [1:0]			    val_out_type,
	output reg [2:0]			    val_out_seq,    
	output reg 						o_sub_seg_valid
);
always @(posedge clk) begin
	if(~aresetn) begin
		val_out_valid <= 1'b0;
		val_out_type <= 2'b00;
		val_out <= 64'd0;
		o_sub_seg_valid <= 1'd0;
		val_out_seq <= 3'd0;
	end
	else if (parse_act_valid) begin
		val_out_seq <= parse_act[4:2];
		o_sub_seg_valid <= 1'b1;
		case({parse_act[1:0]})
			3'b01: begin
				val_out_valid <= 1'b1;
				val_out_type <= 2'b01;
				val_out[15:0] <= pkts_hdr[(parse_act[7:5])*8 +: 16];
			end
			3'b10: begin
				val_out_valid <= 1'b1;
				val_out_type <= 2'b10;
				val_out[31:0] <= pkts_hdr[(parse_act[7:5])*8 +: 32];
			end
			3'b11: begin
				val_out_valid <= 1'b1;
				val_out_type <= 2'b11;
				val_out[63:0] <= pkts_hdr[(parse_act[7:5])*8 +: 64];
			end
			default: begin
				val_out_valid <= 1'b0;
				val_out_type <= 2'b00;
				val_out <= 0;
			end
		endcase
	end
	else begin
		val_out_valid <= 1'b0;
		o_sub_seg_valid <= 1'b0;
	end
end
endmodule
</file>
==> results.txt <==
Implementation results are summarized by area below.

Critical path
STA classifies the critical path startpoint as an input pin. The arrival time at the worst endpoint is 3.50 ns. The type of element capturing the critical path is a flop. Listed in order, past its start point the critical path passes clkdlybuf4s50_1 -> inv_1 -> ha_1 -> and4b_1 -> buf_4 -> nand2b_1 -> o221ai_1. The cell type of the slowest stage on the worst timing path is sky130_fd_sc_hd__clkdlybuf4s50_1. The number of buffer and inverter instances along the worst setup path is 3. The maximum fanout count along the critical path is 34. The longest incremental delay of any stage on the critical path is reported as 0.52 ns. The class of the most critical setup path is in -> reg. The data required time of the critical path is 5.85 ns.

The family of cells with the greatest summed delay on the critical path is buffers and inverters.

Final timing
The setup TNS is 0 ns. Derived from the worst setup path, the maximum achievable clock frequency is about 310 MHz. The count of endpoints failing setup in the final report is 0.

The final worst clock skew is 0 ns. Setup repair after global routing left no endpoint under its margin. The worst hold slack across all endpoints is ~0.46 ns. After layout, the minimum clock period comes to 3.25 ns. Post-route period utilization is reported as 58.1%. Per the final timing report, the hold violations number 0. Headroom to the max-slew limit came out at 47.9%.

The final number of max-transition violations is 0. The worst-margin pin slew is 0.781 ns.

Synthesis
The top cell type by total area after synthesis is sky130_fd_sc_hd__dfxtp_1. The top cell type's share of synthesized area is between 20% and 30%. The count of synthesis-stage warnings from yosys is 1. In the Yosys report, the sequential cells make up 26.3% of the chip area. The post-synth count of flops with an enable pin is 0. According to the Yosys statistics, the synthesized design has a chip area of 5410 sq um.

After synthesis, the cell types taking the most area are sky130_fd_sc_hd__dfxtp_1 26%, sky130_fd_sc_hd__mux4_2 23%, sky130_fd_sc_hd__mux2_2 9.8%, sky130_fd_sc_hd__a221o_1 6.1%, sky130_fd_sc_hd__mux2i_1 4.6%. The fraction of synthesis flops using an asynchronous set or reset pin is 0%. The synthesized instance count is 469. The per-instance average area after synthesis is 11.5 sq um.

The synthesis run shows the most used standard cells to be 71 x sky130_fd_sc_hd__dfxtp_1, 55 x sky130_fd_sc_hd__mux4_2, 47 x sky130_fd_sc_hd__mux2_2, 33 x sky130_fd_sc_hd__a221o_1, 31 x sky130_fd_sc_hd__o22ai_1. Per the synth log, the flip-flop and latch total comes to 71. The synthesis stats list as the most numerous cell sky130_fd_sc_hd__dfxtp_1. The most used flip-flop cell after synthesis is sky130_fd_sc_hd__dfxtp_1. The synthesized area is 5410 sq um.

The yosys cell count is about 470. The count of different cell masters after synthesis is 36.

Global routing
The global-route wire length before repair is 28500 um. Entering global routing, the biggest net connects approximately 56 pins. The total congestion overflow after global routing is 0. Global routing used 21.4% of the available tracks.

The initial antenna violation count was 1. The number of global-route vias before repair is around 5.0k.

Pwr
The share of power burned in the clock network is 38.2%. The leakage power summed over all cells is 2.88 nW. For this design the total switching power over the nets is 0.429 mW.

The power density over the cells is 200 nW/um^2. The proportion of power drawn by combinational gates is approximately 27%. The total power after layout is 1.56 mW. The switching part of the total power is 27.6%. The register share of total power is 34.8%. Across the VDD grid, the largest voltage drop is around 130 uV. The internal power of the cells totals around 1.1 mW.

Routing
The total iterations of the first detailed-routing run is 5. The final wirelength is 19200 um. The wire length per cell after detailed routing is ~22 um. The via count normalized by instance count is 5.75. The vias after detailed routing is 4995. Per the post-route antenna check, the number of violating nets is 0. The post-detailed-route DRC marker count is 0. The detailed router finished its first iteration with 261 violations.

Clock tree
Looking at the post-CTS report, the setup buffer insertion count equals 0. The number of clock sinks seen by CTS is 71. Buffers inserted during clock tree synthesis total 9. The total number of H-tree levels is 3. The skew report gives the latency at the later pin of the worst-skew pair as 0.34 ns. The clock tree from TritonCTS is yes. The cell at the root of the clock tree is sky130_fd_sc_hd__clkbuf_16. The post-CTS resize count is 0.

The clock passes through at most 2 buffers. The number of hold buffers added after CTS is 0. Looking at the worst setup and hold paths, the clock pins of their registers show a slew of 0.07 ns.

Placed design
The placed wire-length estimate after detailed placement is about 15000 um. Routability-driven placement finished with a final weighted congestion of ~0.90. The number of I/O port buffers is 201.

Floorplan
Before placement the cells fill 31.0% of the core. From bottom edge to top edge, the die measures about 140 um. The I/O pin count is between 200 and 250.

In this run the full chip footprint comes out at 18600 sq um. The die boundary width is roughly 140 um. In this run the standard cell core region covers 17500 sq um. The number of cell rows is 48.

Layout
The filler cells instantiated in the layout total around 1.6k. Compared with the post-synthesis result, the final layout area differs by 43.9%. The post-route netlist has 20.9% of its cells at a drive strength greater than 1.

Run
The stage logs contain a warning count of 36. Across the run, the number of max-cap violations was 0.

Run status
The flow ran to the end, and the final reports show no timing, DRC or antenna violations.

Hold path
In this run the worst hold path is classified as reg -> reg.
==> layout make-up <==
type	instances	area, sq um	area share, %
timing repair buffer	212	2090	26.8
multi-input combinational	324	3610	46.4
clock buffer	9	225	2.89
clock inverter	7	80.1	1.03
antenna	1	2.50	0.0321
sequential	71	1420	18.3
tap	225	282	3.62
inverter	19	71.3	0.916
==> power by group through the flow <==
stage	sequential [mW]	clock [mW]	combinational, mW
CTS	0.541	0.600	0.421
global route	0.543	0.627	0.449
finish	0.541	0.595	0.420
==> worst min-delay path, stage by stage, from the launching register on <==
cell	delay, ns
sky130_fd_sc_hd__dfxtp_1	0.33
sky130_fd_sc_hd__nand2_1	0.05
sky130_fd_sc_hd__o31ai_1	0.05
==> final timing paths <==
kind                   startpoint               to  slack [ns]  cells past startpoint
setup reg to reg  val_out_type[1]  val_out_type[1]        4.80                      2
hold / removal         val_out[1]       val_out[1]        0.46                      2
hold reg to reg        val_out[1]       val_out[1]        0.46                      2
setup / recovery     parse_act[0]      val_out[32]        2.35                      7
==> layout by cell type (no fill, tap or decap), drive strengths merged, types with 2 or more instances in the layout <==
master | synthesis | final
clkdlybuf4s50 | 0 | 199
dfxtp | 71 | 71
mux4 | 62 | 62
mux2 | 47 | 47
a221o | 33 | 33
o22ai | 31 | 31
mux2i | 25 | 25
inv | 19 | 21
nand2 | 18 | 18
and3 | 18 | 18
and4b | 17 | 17
o31ai | 16 | 16
nand3 | 15 | 15
o221ai | 15 | 15
buf | 32 | 13
clkbuf | 23 | 9
nor2b | 6 | 6
ha | 4 | 4
clkinv | 0 | 3
or2 | 2 | 2
nand2b | 2 | 2
nor2 | 2 | 2
a21boi | 2 | 2
==> metal layers <==
layer | wire length [um] | up-vias | global-route usage, %
li1 | - | 2293 | -
met1 | 7750 | 2444 | 28.5
met2 | 9300 | 230 | 35.4
met3 | 1670 | 28 | 5.74
met4 | 488 | 0 | 5.12
met5 | 0 | - | 0
==> registers in the layout (all words and copies together), names as in the netlist <==
signal and count:
o_sub_seg_valid 1, val_out 64, val_out_valid 1, val_out_seq 3, val_out_type 2
==> per-stage QoR <==
step	util [%]	area (sq um)	instances	worst slack, ns
floorplan	-	5410	469	3.00
global placement	42.8	7480	851	2.02
detailed placement	42.8	7480	851	1.99
CTS	44.5	7780	867	2.34
global route	44.5	7780	867	2.15
finish	44.5	7780	868	2.35
==> kinds of logic after synthesis <==
family	share of synthesized area, %
compound gates	15.4
mux	40.7
flops	26.3
buf+inv	7.05
fa+ha+maj	0.925
simple gates	9.69
Power and IR drop assume default switching activity.
