<file path="flow/config.mk">
export PLATFORM = sky130hd
export DESIGN_NAME = sub_deparser_4B
export DESIGN_NICKNAME = sub_deparser_4B
export VERILOG_FILES = /design/flow/design.v
export SDC_FILE = /design/flow/constraint.sdc
export NUM_CORES = 4
export LEC_CHECK = 1
export CORE_AREA = 10 10 373 373
export DIE_AREA = 0 0 383 383
</file>
<file path="flow/constraint.sdc">
current_design sub_deparser_4B

set clk_period 3.8
set clk_io_pct 0.2

create_clock -name clk0 -period $clk_period [get_ports {clk}]

set non_clock_inputs [all_inputs -no_clocks]
set_input_delay [expr $clk_period * $clk_io_pct] -clock clk0 $non_clock_inputs
set_output_delay [expr $clk_period * $clk_io_pct] -clock clk0 [all_outputs]
</file>
<file path="flow/design.v">
`timescale 1ns / 1ps
module sub_deparser_4B #(
	parameter C_PKT_VEC_WIDTH = (8+4+2)*8*8+256,
	parameter C_PARSE_ACT_LEN = 16						 
)
(
	input										clk,
	input										aresetn,
	input										parse_act_srt, 
	input [C_PARSE_ACT_LEN-1:0]					parse_act,
	input [511:0]                               i_8B_val,
	input [255:0]                               i_4B_val,
	input [127:0]                               i_2B_val,
	output reg									val_out_valid,
	output reg [15:0]							val_out1, 
	output reg [15:0]							val_out2, 
	output reg [1:0]							val_out_type,
	output reg [7:0]                            val_out_offset1,
	output reg [7:0]                            val_out_offset2,
	output reg                                  val_out_end,
	output reg                                  val_out_ready
);
always @(posedge clk) begin
	if (~aresetn) begin
		val_out_valid <= 0;
		val_out_end <= 0;
		val_out_ready <= 1'b1;
		val_out1 <= 0;
		val_out2 <= 0;
		val_out_type <= 0;
		val_out_offset1 <= 0;
		val_out_offset2 <= 0;
	end
	else begin
		if (parse_act_srt) begin
			val_out_valid <= parse_act[15];
			val_out_end <= 1'b1;
			val_out_ready <= 1'b0;
			val_out_type <= 2'b10;
			case(parse_act[5])
				0:begin
					val_out_offset1 <= parse_act[12:6]; 
					val_out_offset2 <= parse_act[12:6]; 
					case(parse_act[4:2])
						3'd0: begin
							val_out1[15:0] <= {i_4B_val[8*2 +: 8],i_4B_val[8*0 +: 8]};
							val_out2[15:0] <= {i_4B_val[8*3 +: 8],i_4B_val[8*1 +: 8]};
						end
						3'd1: begin
							val_out1[15:0] <= {i_4B_val[8*6 +: 8],i_4B_val[8*4 +: 8]};
							val_out2[15:0] <= {i_4B_val[8*7 +: 8],i_4B_val[8*5 +: 8]};
						end
						3'd2: begin 
							val_out1[15:0] <= {i_4B_val[8*10 +: 8],i_4B_val[8*8 +: 8]};
							val_out2[15:0] <= {i_4B_val[8*11 +: 8],i_4B_val[8*9 +: 8]};
						end
						3'd3: begin 
							val_out1[15:0] <= {i_4B_val[8*14 +: 8],i_4B_val[8*12 +: 8]};
							val_out2[15:0] <= {i_4B_val[8*15 +: 8],i_4B_val[8*13 +: 8]};
						end
						3'd4: begin 
							val_out1[15:0] <= {i_4B_val[8*18 +: 8],i_4B_val[8*16 +: 8]};
							val_out2[15:0] <= {i_4B_val[8*19 +: 8],i_4B_val[8*17 +: 8]};
						end
						3'd5: begin 
							val_out1[15:0] <= {i_4B_val[8*22 +: 8],i_4B_val[8*20 +: 8]};
							val_out2[15:0] <= {i_4B_val[8*23 +: 8],i_4B_val[8*21 +: 8]};
						end
						3'd6: begin 
							val_out1[15:0] <= {i_4B_val[8*26 +: 8],i_4B_val[8*24 +: 8]};
							val_out2[15:0] <= {i_4B_val[8*27 +: 8],i_4B_val[8*25 +: 8]};
						end
						3'd7: begin 
							val_out1[15:0] <= {i_4B_val[8*30 +: 8],i_4B_val[8*28 +: 8]};
							val_out2[15:0] <= {i_4B_val[8*31 +: 8],i_4B_val[8*29 +: 8]};
						end
					endcase
				end
				1:begin
					val_out_offset1 <= parse_act[12:6]+1'b1; 
					val_out_offset2 <= parse_act[12:6]; 
					case(parse_act[4:2])
						3'd0: begin
							val_out1[15:0] <= {i_4B_val[8*3 +: 8],i_4B_val[8*1 +: 8]};
							val_out2[15:0] <= {i_4B_val[8*2 +: 8],i_4B_val[8*0 +: 8]};
						end
						3'd1: begin
							val_out1[15:0] <= {i_4B_val[8*7 +: 8],i_4B_val[8*5 +: 8]};
							val_out2[15:0] <= {i_4B_val[8*6 +: 8],i_4B_val[8*4 +: 8]};
						end
						3'd2: begin 
							val_out1[15:0] <= {i_4B_val[8*11 +: 8],i_4B_val[8*9 +: 8]};
							val_out2[15:0] <= {i_4B_val[8*10 +: 8],i_4B_val[8*8 +: 8]};
						end
						3'd3: begin 
							val_out1[15:0] <= {i_4B_val[8*15 +: 8],i_4B_val[8*13 +: 8]};
							val_out2[15:0] <= {i_4B_val[8*14 +: 8],i_4B_val[8*12 +: 8]};
						end
						3'd4: begin 
							val_out1[15:0] <= {i_4B_val[8*19 +: 8],i_4B_val[8*17 +: 8]};
							val_out2[15:0] <= {i_4B_val[8*18 +: 8],i_4B_val[8*16 +: 8]};
						end
						3'd5: begin 
							val_out1[15:0] <= {i_4B_val[8*23 +: 8],i_4B_val[8*21 +: 8]};
							val_out2[15:0] <= {i_4B_val[8*22 +: 8],i_4B_val[8*20 +: 8]};
						end
						3'd6: begin 
							val_out1[15:0] <= {i_4B_val[8*27 +: 8],i_4B_val[8*25 +: 8]};
							val_out2[15:0] <= {i_4B_val[8*26 +: 8],i_4B_val[8*24 +: 8]};
						end
						3'd7: begin 
							val_out1[15:0] <= {i_4B_val[8*31 +: 8],i_4B_val[8*29 +: 8]};
							val_out2[15:0] <= {i_4B_val[8*30 +: 8],i_4B_val[8*28 +: 8]};
						end
					endcase
				end
			endcase
		end
		else begin
			val_out_type <= 0;
			val_out_end <= 1'b0;
			val_out_ready <= 1'b1;
			val_out_offset1 <= val_out_offset1;
			val_out_offset2 <= val_out_offset2;
			val_out_valid <= 1'b0;
			val_out1 <= val_out1;
			val_out2 <= val_out2;
		end
	end
end
endmodule
</file>
<file path="flow/run.sh">
#!/bin/bash
# OpenROAD 26Q1-2900-gdf79404cd8, Yosys 0.63+post, stock flow scripts
make -C /OpenROAD-flow-scripts/flow DESIGN_CONFIG=/design/flow/config.mk WORK_HOME=/design/flow/orfs finish
</file>
==> flow_metrics.env <==
# physical design summary
export IMPL_outcome="completed"
export IMPL_top_area_share_pct=22.8
export IMPL_ys_cells=537
export IMPL_cts_tree="done"
export IMPL_coreArea_sq_mm=0.131
export IMPL_top_level_ports=968
export IMPL_ff_type="dfxtp_1"
export IMPL_critPathCaptureType="register"
export IMPL_fillerInstances=15400
export IMPL_setup_violations_final=0
export IMPL_rsz0062_at_grt="false"
export IMPL_synth_chip_area_sq_mm=0.00439
export IMPL_warnings=669
export IMPL_clkSlewWorstSetupHoldPaths_ns=0.08
export IMPL_cp_required_ns=4.01
export IMPL_stdcell_count=2607
export IMPL_dieHeight_um=383
export IMPL_hold_buffers=0
export IMPL_timing_fmax_mhz=339
export IMPL_slew_headroom_pct=44.5
export IMPL_netlist_cell_type_count=56
export IMPL_power_leakage_nw=3.12
export IMPL_cts_sinks=50
export IMPL_fp_util_pct=3.35
export IMPL_postSynthSeqShare_pct=22.8
export IMPL_worst_pin_slew_ns=0.831
export IMPL_ant_nets=0
export IMPL_topCombFamilyByArea="AND-OR/OR-AND gates"
export IMPL_critPathMaxFanout=38
export IMPL_chip_area_sq_mm=0.147
export IMPL_placedCellCount=2593
export IMPL_min_path_type="register to register"
export IMPL_ys_sh_xor_pct=0.997
export IMPL_gp_congestion=0.837
export IMPL_placed_area_sq_mm=0.00973
export IMPL_max_cap_violations=0
export IMPL_comb_area_sq_mm=0.00299
export IMPL_grt_pass1_wl_um=50600
export IMPL_irDropWorstVdd_mv=0.123
export IMPL_drt_drc_violations_left=0
export IMPL_drive_gt1_share_pct=8.87
export IMPL_drv_slew=0
export IMPL_grt_max_degree=50
export IMPL_finalHoldViolCount=0
export IMPL_dr_pass1_iters=6
export IMPL_routedWlPerCell_um=15.0
export IMPL_post_cts_resized=0
export IMPL_fin_ws_ns=0.850
export IMPL_avgSynthCellArea_sq_um=8.18
export IMPL_dieWidth_um=383
export IMPL_vias=5584
export IMPL_grt_ovfl_total=0
export IMPL_synth_area_sq_mm=0.00439
export IMPL_pre_cts_ws_ns=0.387
export IMPL_cts_made_buffers=5
export IMPL_cts_root_buf="clkbuf_16"
export IMPL_numPortBuffers=321
export IMPL_finalPower_mw=2.05
export IMPL_finalClockSkew_ns=0
export IMPL_clk_latency_ns=0.30
export IMPL_enable_flop_cells=0
export IMPL_p_per_area_mw_per_mm2=207
export IMPL_async_reset_ff_share_pct=0
export IMPL_mux_share_pct=13.6
export IMPL_dp_final_hpwl_um=34300
export IMPL_worstSetupStartpointType="primary input"
export IMPL_fin_setup_tns_ns=0
export IMPL_grt_pass1_vias=5800
export IMPL_finalCritPeriodShare_pct=77.6
export IMPL_htreeDepth=2
export IMPL_drt_wl_total_um=39100
export IMPL_rows=133
export IMPL_numSynthFlops=50
export IMPL_yosysWarnings=1
export IMPL_simple_gate_share_pct=16.3
export IMPL_adder_share_pct=0.285
export IMPL_aoi_share_pct=36.1
export IMPL_stdcell_area_sq_mm=0.00992
export IMPL_via_per_inst=2.14
export IMPL_regArea_sq_mm=0.00100
export IMPL_track_usage_pct=5.11
export IMPL_syn_inst=537
export IMPL_crit_type="primary input to register"
export IMPL_syn2layout_area_growth_pct=126
export IMPL_worstPathArrival_ns=3.16
export IMPL_cts_setup_buffers=0
export IMPL_area_leaders="dfxtp_1 23%, mux2i_1 12%, o21ai_0 6.5%, a221oi_1 4.0%, a21oi_1 3.5%"
export IMPL_min_period_ns=2.95
export IMPL_top_area_cell="dfxtp_1"
export IMPL_first_iter_violations=200
export IMPL_max_clock_path_buffers=2
export IMPL_antenna_found_initial=12
state kept, by name (all words and copies together) (netlist names):
signal,count
val_out_ready,1
val_out_offset1,8
val_out1,16
val_out2,16
val_out_type,1
val_out_valid,1
val_out_offset2,7
worst max-delay path, stage by stage:
cell and delay (ns):
buf_4 0.44, nor2b_2 0.76, a221oi_1 0.17, o221ai_1 0.37
buf_4 0.23, o21ai_0 0.12, a221oi_1 0.27
per-stage QoR:
step           util [%]  hold slack, ns
6_report           7.57           0.488
5_1_grt            7.56           0.505
4_1_cts            7.56           0.490
3_5_place_dp       7.42           0.469
3_3_place_gp       7.42           0.460
2_1_floorplan         -           0.432
path summary, 6_finish.rpt:
path | startpoint | endpoint | slack (ns) | cells past startpoint
setup / recovery | parse_act[3] | val_out1[8] | 0.85 | 7
hold / removal | val_out_offset1[2] | val_out_offset1[2] | 0.49 | 1
setup reg to reg | val_out2[7] | val_out2[7] | 3.05 | 2
hold reg to reg | val_out_offset1[2] | val_out_offset1[2] | 0.49 | 1
cells in the mapped netlist, types with 17 or more instances:
cell,n
nor2_1,17
a21oi_1,31
dfxtp_1,50
nor2b_1,20
nand2_1,32
o21ai_0,57
mux2i_1,53
buf_2,17
clkbuf_1,22
o22ai_1,23
a221oi_1,20
a211oi_1,17
kinds of logic after synthesis:
logic type      Yosys count
mux                      57
other cells               1
simple gates            129
xor+xnor                  5
flops                    50
compound gates          220
buf+inv                  74
fa+ha+maj                 1
final cells by class:
cell class	count	share of cell area, %
timing repair buffer	362	35.3
clock buffer	5	1.26
multi-input combinational	414	30.1
inverter	12	0.454
antenna	6	0.151
clock inverter	3	0.492
sequential	50	10.1
tap	1755	22.1
routing by layer:
metal	GRT usage, %	part of all wire (%)	vias to the layer above
met5	0	0.018	-
met4	0.428	0.93	2
met3	2.44	12	19
met2	6.92	37	387
met1	7.52	50	2486
li1	-	-	2690
layout by cell type, fill, tap and decap left out, types with 17 or more instances in the layout:
cell,Yosys,routed
dfxtp_1,50,50
nor2b_1,20,18
a221oi_1,20,20
mux2i_1,53,53
o21ai_0,57,57
a211oi_1,17,17
clkdlybuf4s50_1,0,316
nand2_1,32,32
nor2_1,17,17
buf_4,8,44
a21oi_1,31,31
o22ai_1,23,23
report_power, final:
group	switching (mW)	total [mW]	internal, mW	leakage (nW)
Sequential	0.0213	0.586	0.565	0.415
Combinational	0.419	0.914	0.495	2.63
Clock	0.234	0.550	0.316	0.0820
Power figures rest on the tool's default switching activity, not on a simulated workload.
