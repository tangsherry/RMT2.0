File: config.mk
export PLATFORM = sky130hd
export DESIGN_NAME = parser_wait_segs
export DESIGN_NICKNAME = parser_wait_segs
export VERILOG_FILES = /design/flow/design.v
export SDC_FILE = /design/flow/constraint.sdc
export NUM_CORES = 4
export LEC_CHECK = 1
export CORE_AREA = 10 10 319 319
export DIE_AREA = 0 0 329 329
File: constraint.sdc
current_design parser_wait_segs

set clk_period 26.0
set clk_io_pct 0.2

create_clock -name clk0 -period $clk_period [get_ports {axis_clk}]

set non_clock_inputs [all_inputs -no_clocks]
set_input_delay [expr $clk_period * $clk_io_pct] -clock clk0 $non_clock_inputs
set_output_delay [expr $clk_period * $clk_io_pct] -clock clk0 [all_outputs]
File: design.v
`timescale 1ns / 1ps
module parser_wait_segs #(
	parameter C_AXIS_DATA_WIDTH = 256,
	parameter C_AXIS_TUSER_WIDTH = 128,
	parameter C_NUM_SEGS = 8,
	parameter PARSER_MOD_ID = 3'd1,
	parameter PARSER_WIDTH = 16,
	parameter PARSER_NUM = 24,
	parameter C_PARSER_RAM_WIDTH = PARSER_WIDTH*PARSER_NUM,
	parameter C_VLANID_WIDTH = 12
)
(
	input											axis_clk     ,
	input											aresetn      ,
	input [C_AXIS_DATA_WIDTH-1:0]					s_axis_tdata ,
	input [C_AXIS_TUSER_WIDTH-1:0]					s_axis_tuser ,
	input [C_AXIS_DATA_WIDTH/8-1:0]					s_axis_tkeep ,
	input											s_axis_tvalid,
	input											s_axis_tlast ,
	output reg										s_axis_tready,
	output reg [C_AXIS_DATA_WIDTH-1:0]	            o_seg_tdata   , 
	output reg  									o_seg_wea     ,
	output reg [2:0] 								o_seg_addra   ,
	output reg										o_seg_wait_end, 
	output reg[C_AXIS_TUSER_WIDTH-1:0]				o_tuser_1st   ,
	output reg [C_VLANID_WIDTH-1:0] 				o_vlan        ,
	output reg 										o_vlan_valid  
);
localparam	WAIT_1ST_SEG=0,
			WAIT_2ND_SEG=1,
			WAIT_3RD_SEG=2,
			WAIT_4TH_SEG=3,
			WAIT_5TH_SEG=4,
			WAIT_6TH_SEG=5,
			WAIT_7TH_SEG=6,
			WAIT_8TH_SEG=7,
			OUTPUT_SEGS =8,
			EMPTY_1CYCLE=9,
			EMPTY_2CYCLE=10,
			EMPTY_3CYCLE=11,
			EMPTY_4CYCLE=12,
			EMPTY_5CYCLE=13,
			EMPTY_6CYCLE=14,
			EMPTY_7CYCLE=15,
			EMPTY_8CYCLE=16,
			WAIT_TILL_LAST=17;
reg [C_AXIS_DATA_WIDTH-1:0 ] r_segs_tdata_next ;
reg [C_AXIS_TUSER_WIDTH-1:0] r_tuser_1st_next  ;
reg 						 r_segs_valid_next ;
reg         				 r_seg_wea_next    ;
reg [2:0]   				 r_seg_addra_next  ;
reg 						 s_axis_tready_next;
reg [5:0]                    state,state_next  ;
wire [11:0] vlan_id;
assign vlan_id = {s_axis_tdata[115:112],s_axis_tdata[127:120]};
reg [11:0] vlan_id_next    ;
reg        vlan_valid_next ;
always @(*) begin
	state_next = state;
	r_segs_tdata_next  = o_seg_tdata  ;
	r_segs_valid_next  = 0            ;
	r_seg_addra_next   = 3'd0         ;
	r_seg_wea_next     = 1'b0         ;
	r_tuser_1st_next   = o_tuser_1st  ;
	s_axis_tready_next = s_axis_tready;
	vlan_id_next       = o_vlan       ;
	vlan_valid_next    = 1'b0         ;
	case (state)
		WAIT_1ST_SEG: begin
			if (s_axis_tvalid) begin
				r_seg_wea_next     = 1'b1        ;
				r_seg_addra_next   = 3'd0        ;
				r_segs_tdata_next  = s_axis_tdata;
				r_tuser_1st_next   = s_axis_tuser;
				vlan_id_next       = {s_axis_tdata[115:112],s_axis_tdata[127:120]};
				vlan_valid_next    = 1'b1        ;
				s_axis_tready_next = 1'b1        ;
				state_next         = WAIT_2ND_SEG;
			end
		end
		WAIT_2ND_SEG: begin
			if (s_axis_tvalid) begin
				r_segs_tdata_next = s_axis_tdata;
				r_seg_addra_next  = 3'd1        ;
				r_seg_wea_next    = 1'b1        ;
				if (s_axis_tlast) begin  
					state_next = EMPTY_1CYCLE;
					s_axis_tready_next = 0;  
				end
				else begin
					state_next = WAIT_3RD_SEG;
				end
			end
		end
		WAIT_3RD_SEG: begin
			if (s_axis_tvalid) begin
				r_segs_tdata_next = s_axis_tdata;
				r_seg_addra_next  = 3'd2;
				r_seg_wea_next    = 1'b1;
				if (s_axis_tlast) begin
					s_axis_tready_next = 0;
					state_next = EMPTY_2CYCLE;
				end
				else begin
					state_next = WAIT_4TH_SEG;
				end
			end
		end
		WAIT_4TH_SEG: begin
			if (s_axis_tvalid) begin
				r_segs_tdata_next = s_axis_tdata;
				r_seg_addra_next = 3'd3;
				r_seg_wea_next = 1'b1;
				if (s_axis_tlast) begin
					s_axis_tready_next = 0;
					state_next = EMPTY_3CYCLE;
				end
				else begin
					state_next = WAIT_5TH_SEG;
				end
			end
		end
		WAIT_5TH_SEG: begin
			if (s_axis_tvalid) begin
				r_segs_tdata_next = s_axis_tdata;
				r_seg_addra_next = 3'd4;
				r_seg_wea_next = 1'b1;
				if (s_axis_tlast) begin
					s_axis_tready_next = 0;
					state_next = EMPTY_4CYCLE;
				end
				else begin
					state_next = WAIT_6TH_SEG;
				end
			end
		end
		WAIT_6TH_SEG: begin
			if (s_axis_tvalid) begin
				r_segs_tdata_next = s_axis_tdata;
				r_seg_addra_next = 3'd5;
				r_seg_wea_next = 1'b1;
				if (s_axis_tlast) begin
					s_axis_tready_next = 0;
					state_next = EMPTY_5CYCLE;
				end
				else begin
					state_next = WAIT_7TH_SEG;
				end
			end
		end
		WAIT_7TH_SEG: begin
			if (s_axis_tvalid) begin
				r_segs_tdata_next= s_axis_tdata;
				r_seg_addra_next = 3'd6;
				r_seg_wea_next = 1'b1;
				if (s_axis_tlast) begin
					s_axis_tready_next = 0;
					state_next = EMPTY_6CYCLE;
				end
				else begin
					state_next = WAIT_8TH_SEG;
				end
			end
		end
		WAIT_8TH_SEG: begin
			if (s_axis_tvalid) begin
				r_segs_tdata_next = s_axis_tdata;
				r_seg_addra_next = 3'd7;
				r_seg_wea_next = 1'b1;
				r_segs_valid_next = 1;
				if (s_axis_tlast) begin  
					s_axis_tready_next = 1;
					state_next = WAIT_1ST_SEG;
				end
				else begin
					state_next = WAIT_TILL_LAST;  
				end
			end
		end
		EMPTY_1CYCLE: begin
			s_axis_tready_next = 0;
			state_next = EMPTY_2CYCLE;
		end
		EMPTY_2CYCLE: begin
			s_axis_tready_next = 0;
			state_next = EMPTY_3CYCLE;
		end
		EMPTY_3CYCLE: begin
			s_axis_tready_next = 0;
			state_next = EMPTY_4CYCLE;
		end
		EMPTY_4CYCLE: begin
			s_axis_tready_next = 0;
			state_next = EMPTY_5CYCLE;
		end
		EMPTY_5CYCLE: begin
			s_axis_tready_next = 0;
			state_next = EMPTY_6CYCLE;
		end
		EMPTY_6CYCLE: begin
			r_segs_valid_next  = 1;
			s_axis_tready_next = 1;
			state_next = WAIT_1ST_SEG;
		end
		WAIT_TILL_LAST: begin  
			if (s_axis_tlast && s_axis_tvalid) begin
				s_axis_tready_next = 1;
				state_next = WAIT_1ST_SEG;
			end
		end
	endcase
end
always @(posedge axis_clk) begin
	if (~aresetn) begin
		state          <= WAIT_1ST_SEG       ;
		o_seg_tdata    <= 256'd0             ;
		o_seg_wait_end <= 1'd0               ;
		o_seg_wea      <= 1'd0               ;
		o_seg_addra    <= 1'd0               ;
		o_tuser_1st    <= 128'd0             ;
		s_axis_tready  <= 1'd1               ;
		o_vlan         <= 1'd0               ;
		o_vlan_valid   <= 1'd0               ;
	end
	else begin
		state          <= state_next         ;
		o_seg_wea      <= r_seg_wea_next     ;
		o_seg_addra    <= r_seg_addra_next   ;
		o_seg_tdata    <= r_segs_tdata_next  ;
		o_tuser_1st    <= r_tuser_1st_next   ;
		o_seg_wait_end <= r_segs_valid_next  ;
		s_axis_tready  <= s_axis_tready_next ;
		o_vlan         <= vlan_id_next       ;
		o_vlan_valid   <= vlan_valid_next    ;
	end
end
endmodule
File: run.sh
#!/bin/bash
# OpenROAD 26Q1-2900-gdf79404cd8, Yosys 0.63+post, stock flow scripts
make -C /OpenROAD-flow-scripts/flow DESIGN_CONFIG=/design/flow/config.mk WORK_HOME=/design/flow/orfs finish
==> run summary <==
Implementation summary

The flow ran to the end, and the final reports show no timing, DRC or antenna violations. Setup repair after global routing left no endpoint under its margin. Per the run summary, max-cap violations total 0. The total clock sinks is ~420. The clock input transition at the sequential cells of the worst setup and hold paths is around 0.06 ns. The synthesized netlist handed to floorplanning was reported with a cell count of roughly 1800. Per the detail_route report, DRC violations left total 0.

Relative to the synthesized area, the layout overhead comes to 68.5%. The report lists the cells along the critical path as clkdlybuf4s50_1 -> buf_4 -> o41a_2 -> buf_4 -> buf_4 -> buf_4 -> buf_12 -> buf_4 -> nand3_2 -> o21ai_1. The most used logic cell in the final layout is clkdlybuf4s50_1. The critical setup path kind is in -> reg. TritonCTS built the clock tree.

Summing all multi-input logic gate instances after layout gives 0.00653 sq mm. Yosys mapped a number of flops with a built-in enable equal to 0. The leakage power summed over all cells is 0.00906 uW. The area of the core region is about 0.095 sq mm.

Measured against the total synthesized area, the mux share comes to 0%. The startpoint of the worst setup timing path is s_axis_tvalid. Between clock sinks in the finished design, the worst skew comes to between 0.015 and 0.02 ns. The OpenROAD report gives the critical path a data arrival time of 9.56 ns. The number of non-filler instances in the completed layout is slightly below 4000.

The cell area after placement is approximately 0.025 sq mm. IR analysis of the VDD net gives a maximum drop of approximately 0.000040 V. After Yosys synthesis, and, or, nand and nor cells account for 25.8% of the synthesized area. The number of buffers inserted by post-CTS setup repair is 0. The startpoint class of the critical path is a primary input.

The average size of a mapped cell is roughly 8.5 sq um. The buffer type at the clock tree root is clkbuf_16. The critical path capture point is o_seg_tdata[110]$_SDFFE_PN0P_.

The number of antenna violations at the first check in global routing is 3. The STA report counts the stages on the worst setup path as 10. The overall fraction of global-route tracks in use is a little under an eighth. The maximum number of pins on one net before global-route repair is approximately 130. The via count of the first global-routing pass is 14421.

The worst path in the final design needs a cycle of around 9.0 ns, including I/O delays and setup. The starting DRC count in detailed routing is approximately 830. The reg-to-reg critical path startpoint is state[12]$_DFF_P_.

After Yosys synthesis, full adders, half adders and majority gates account for 0% of the synthesized area. The final-report setup violation count is 0. The worst register-to-register path has a setup slack of about 22 ns. In the final routed layout, each cell accounts on average for 16.9 microns. In this run the vertical extent of the chip is between 300 and 400 microns.

Along the worst path, the maximum fanout reaches 126. Sequential cells were found to cover between 50% and 60% of the synthesized design area. By instance count after routing, the leading logic cell types are clkdlybuf4s50_1 (789), nand2_1 (543), dfxtp_1 (418), o21ai_0 (158), nand3_1 (157).

After Yosys synthesis, AND-OR and OR-AND compound gates account for between 10% and 20% of the synthesized area. According to the Yosys statistics, the synthesized design has a chip area of ~0.016 sq mm. After synthesis, the share of flip-flops with an asynchronous set or reset is 0%. Looking at the clock tree report, the H-tree level count equals 2.

The final route contains 14926 vias. The delay of the slowest cell on the worst path is about 0.70 ns. The fraction of layout instances using a drive strength above 1 is 8.10%. Timing would allow up to around 0.11 GHz. The post-synthesis sequential element count is around 420. The synthesized netlist devotes 0% of its cell area to XOR and XNOR gates.

STA classifies the critical path endpoint as a flop. In this run the tool buffered the top-level ports with 790 buffer cells. The yosys synthesis warning count is 1.

The master of the slowest instance on the critical path is buf_4. The end of the worst register-to-register path is o_seg_tdata[110]$_SDFFE_PN0P_. Counting endpoints that fail hold in the final report gives 0. The total chip power is roughly 1700 uW. Summed over all layers, the global routing overflow is 0.

The worst-case max-slew headroom was logged as between 40 and 50%. The number of cells reported by Yosys stat comes to around 1800. The most common cell type on the critical path is buf_4.

The hold buffer count at CTS is 0. The number of buffers created by CTS is about 50. The class of the worst hold path is reg -> reg.

The filler cell count is between 9000 and 10000. For reference, the final report shows the max-slew violation count at 0. The number of optimization iterations in the first detailed-route pass is 7.

The combinational family with the most area after synthesis is simple AND/OR/NAND/NOR gates. The required time at the endpoint of the critical path is ~27 ns. The chip occupies roughly 0.11 sq mm. The total power divided by cell area is approximately 64 mW/mm^2. In the final layout, flip-flops and latches occupy between 0.008 and 0.009 sq mm. The measured slew at the worst slew-check pin is 0.832 ns. The detailed-route vias per instance is around 3.9. The number of top-level pins is approximately 820. For the final routed database, the setup TNS stands at 0 ns. STA shows the worst reg2reg path with a cell count of 9. The estimated wirelength of the detail-placed design is 48500 microns. The count of nets left with antenna violations once routing finished came out at 0. In this run the cell area of the synthesized design comes to between 0.015 and 0.02 sq mm. Per the CTS log, the buffer count on the longest clock path is 3. The total placed cells including tap cells is between 3000 and 4000. Post-synth the commonest register cell is dfxtp_1.

The first global-routing pass estimated 93900 microns of wire. The final estimated routing congestion in global placement is 0.902. The gate family responsible for the most delay along the worst path is buffers and inverters. The final report gives the standard cell area, fillers excluded, as ~0.026 sq mm. The final worst-path cycle share is between 30% and 40%. Counting both buffers and inverters, the worst setup path holds a total of 7. Before placement the cells fill about 16% of the core. The clock insertion delay at the later pin of the skew report is ~0.60 ns.

The number of distinct library cells after synthesis is 29. The final wirelength is around 65000 microns. The die span in x is around 330 microns. The row count is between 100 and 150. Warnings raised by the tools during the run amount to 61. In this run, post-CTS repair resized a total of 0 instances.
flip-flops by register name, indices dropped and copies added (netlist names):
signal          flops
state              15
o_seg_tdata       256
o_tuser_1st       128
o_vlan_valid        1
o_seg_addra         3
s_axis_tready       1
o_seg_wait_end      1
o_vlan             12
o_seg_wea           1
power by group:
| group | total (uW) | internal (uW) | switching [uW] |
|---|---|---|---|
| combinational | 238 | 142 | 95.7 |
| clock | 756 | 465 | 291 |
| sequential | 703 | 682 | 20.7 |
| total | 1700 | 1290 | 407 |
worst reg2reg max path, stage by stage, from the launching register on:
cell	delay [ns]
dfxtp_1	0.44
or4_4	0.19
o41a_2	0.11
buf_4	0.47
buf_4	0.71
buf_4	0.73
buf_12	0.59
buf_4	0.68
nand3_2	0.17
o21ai_1	0.10
layer usage:
layer  track usage, %  routed length [microns]  share of wire, %  vias to the layer above
li1                 -                        -                 -                     7539
met2             18.7                    31300                48                      504
met5                0                       23             0.035                        -
met4             2.36                     1500               2.3                        4
met1             14.2                    25600                39                     6796
met3             4.47                     6640                10                       83
per-stage QoR:
step	setup slack, ns	hold slack [ns]	utilization [%]
after global routing	16.61	0.461	27.8
after CTS	17.03	0.447	27.8
final	16.97	0.445	27.8
after detailed placement	16.34	0.439	25.9
after floorplan	19.39	0.414	-
after global placement	16.36	0.436	25.9
synthesized netlist by cell type (2+ instances only):
cell type | count | area (sq um)
a21boi_0 | 141 | 1060
a21oi_1 | 9 | 45.0
a41oi_1 | 2 | 17.5
and2_1 | 9 | 56.3
and3_1 | 2 | 12.5
buf_1 | 21 | 78.8
buf_6 | 15 | 169
clkbuf_1 | 131 | 492
dfxtp_1 | 418 | 8370
inv_1 | 6 | 22.5
nand2_1 | 544 | 2040
nand2b_1 | 3 | 18.8
nand3_1 | 157 | 786
nand3_2 | 100 | 1000
nor2_1 | 5 | 18.8
nor2b_1 | 6 | 37.5
nor4_1 | 2 | 12.5
o21ai_0 | 158 | 791
o21ai_1 | 100 | 500
o22ai_1 | 6 | 37.5
or2_2 | 2 | 12.5
worst min path at each step:
stage | cells after the start | from | endpoint | slack (ns)
4_1_cts | 2 | o_seg_tdata[51]$_SDFFE_PN0P_ | o_seg_tdata[51]$_SDFFE_PN0P_ | 0.45
6_report | 2 | o_seg_tdata[66]$_SDFFE_PN0P_ | o_seg_tdata[66]$_SDFFE_PN0P_ | 0.44
5_1_grt | 2 | o_seg_tdata[51]$_SDFFE_PN0P_ | o_seg_tdata[51]$_SDFFE_PN0P_ | 0.46
cells by family after synthesis:
family / after synthesis
and+or+nand+nor: 834
AOI/OAI and AO/OA: 420
DFF: 418
buffers and inverters: 173
area by class of cell:
class / count / share of cell area [%]
multi-input combinational: 1254 / 24.8
tap: 1265 / 6.00
clock buffer: 71 / 5.63
timing repair buffer: 810 / 30.7
inverter: 6 / 0.0854
antenna: 1 / 0.00949
clock inverter: 20 / 1.07
sequential: 418 / 31.7
No activity file was given, so power comes from the tool's default toggle rates.
